<file path="flow/design.v">
module half_adder(a, b, S, cout);
    input a , b;
    output S , cout;
    assign S = (a^b);
    assign cout = (a&b);
endmodule
module full_adder(a, b, cin, S, cout);
    input a , b , cin;
    output S , cout;
    wire S1 , cout1;
    half_adder init(.a(a) , .b(b) , .S(S1) , .cout(cout1));
    assign cout = (cout1|(S1&cin));
    assign S = (S1^cin);
endmodule
module rca_Nbit #(parameter N = 32) (a, b, cin, S, cout);
    input[N-1:0] a;
    input[N-1:0] b;
    input cin;
    output[N-1:0] S;
    output cout;
    wire[N-1:0] SS;
    wire[N-1:0] carries;
    full_adder init(.a(a[0]) , .b(b[0]) , .cin(cin) , .S(SS[0]) , .cout(carries[0]));
    generate
        genvar i;
        for(i = 1 ; i < N ; i = i + 1) begin
            full_adder andi(.a(a[i]) , .b(b[i]) , .cin(carries[i-1]) , .S(SS[i]) , .cout(carries[i]));
        end
    endgenerate
    assign S = SS;
    assign cout = carries[N-1];
endmodule
module Nbit_subtractor #(parameter N = 32) (
    input [N-1:0] a , b,
    output [N-1:0] D,
    output bout
);
wire [N-1:0] bb;
assign bb = ~b;
rca_Nbit #(N) u(.a(a) , .b(bb) , .cin(1'b1) , .S(D) , .cout(bout));
endmodule
module karatsuba_2 (a , b , S
);
    input[1:0] a , b;
    output [3:0] S;
    assign S[0] = a[0]&b[0];
    wire c;
    half_adder u(.a(a[0]&b[1]) , .b(a[1]&b[0]) , .S(S[1]) , .cout(c));
    assign S[2] = c^(a[1]&b[1]);
    assign S[3] = c&a[1]&b[1];
endmodule
module karatsuba_4 (a , b , S
);
    input [3:0] a , b;
    output [7:0] S;
    wire [7:0] S1 , S2 , S3 , S4 , S5 , S6;
    karatsuba_2 u(.a(a[3:2]) , .b(b[3:2]) , .S(S1[7:4]));
    karatsuba_2 v(.a(a[1:0]) , .b(b[1:0]) , .S(S1[3:0]));
    wire [1:0] top , bot;
    wire c1 , c2 , c3;
    rca_Nbit #(2) w(.a(a[3:2]) , .b(a[1:0]) , .cin(1'b0) , .S(bot) , .cout(c1));
    rca_Nbit #(2) aa(.a(b[3:2]) , .b(b[1:0]) , .cin(1'b0) , .S(top) , .cout(c2));
    assign c3 = c1&c2;
    rca_Nbit #(8) bb(.a((c1 ? {2'b0 , top , 4'b0} : 8'b0)) , .b(S1) , .cin(1'b0) , .S(S2) , .cout());
    rca_Nbit #(8) cc(.a((c2 ? {2'b0 , bot , 4'b0} : 8'b0)) , .b(S2) , .cin(1'b0) , .S(S3) , .cout());
    wire [3:0] x;
    karatsuba_2 ee(.a(top) , .b(bot) , .S(x));
    rca_Nbit #(8) dd(.a({2'b0 , x , 2'b0}) , .b(S3) , .cin(1'b0) , .S(S4) , .cout());
    rca_Nbit #(8) eee(.a({1'b0 , c3 , 6'b0}) , .b(S4) , .cin(1'b0) , .S(S5) , .cout());
    Nbit_subtractor #(8) ff(.a(S5) , .b({2'b0 , S1[7:4] , 2'b0}) , .D(S6) , .bout());
    Nbit_subtractor #(8) gg(.a(S6) , .b({2'b0 , S1[3:0] , 2'b0}) , .D(S) , .bout());
endmodule
module karatsuba_8 (a , b , S
);
    input [7:0] a , b;
    output [15:0] S;
    wire [15:0] S1 , S2 , S3 , S4 , S5 , S6;
    karatsuba_4 u(.a(a[7:4]) , .b(b[7:4]) , .S(S1[15:8]));
    karatsuba_4 v(.a(a[3:0]) , .b(b[3:0]) , .S(S1[7:0]));
    wire [3:0] top , bot;
    wire c1 , c2 , c3 , c4;
    rca_Nbit #(4) aa(.a(a[3:0]) , .b(a[7:4]) , .cin(1'b0) , .S(bot) , .cout(c1));
    rca_Nbit #(4) bbb(.a(b[3:0]) , .b(b[7:4]) , .cin(1'b0) , .S(top) , .cout(c2));
    assign c3 = c1&c2;
    rca_Nbit #(16) ccc(.a((c1 ? {4'b0 , top , 8'b0} : 16'b0)) , .b(S1) , .cin(1'b0) , .S(S2) , .cout());
    rca_Nbit #(16) ddd(.a((c2 ? {4'b0 , bot , 8'b0} : 16'b0)) , .b(S2) , .cin(1'b0) , .S(S3) , .cout());
    wire [7:0] x;
    karatsuba_4 w(.a(top) , .b(bot) , .S(x));
    rca_Nbit #(16) eee(.a({4'b0 , x , 4'b0}) , .b(S3) , .cin(1'b0) , .S(S4) , .cout());
    rca_Nbit #(16) ee(.a({3'b0 , c3 , 12'b0}) , .b(S4) , .cin(1'b0) , .S(S5) , .cout());
    Nbit_subtractor #(16) ff(.a(S5) , .b({4'b0 , S1[15:8] , 4'b0}) , .D(S6) , .bout());
    Nbit_subtractor #(16) gg(.a(S6) , .b({4'b0 , S1[7:0] , 4'b0}) , .D(S) , .bout());
endmodule
module karatsuba_16 (a , b , S
);
    input [15:0] a , b;
    output [31:0] S;
    wire [31:0] S1 , S2 , S3 , S4 , S5 , S6;
    karatsuba_8 u(.a(a[15:8]) , .b(b[15:8]) , .S(S1[31:16]));
    karatsuba_8 v(.a(a[7:0]) , .b(b[7:0]) , .S(S1[15:0]));
    wire [7:0] top , bot;
    wire c1 , c2 , c3 , c4;
    rca_Nbit #(8) aaa(.a(a[7:0]) , .b(a[15:8]) , .cin(1'b0) , .S(bot) , .cout(c1));
    rca_Nbit #(8) bbb(.a(b[7:0]) , .b(b[15:8]) , .cin(1'b0) , .S(top) , .cout(c2));
    assign c3 = c1&c2;
    rca_Nbit #(32) ccc(.a((c1 ? {8'b0 , top , 16'b0} : 32'b0)) , .b(S1) , .cin(1'b0) , .S(S2) , .cout());
    rca_Nbit #(32) ddd(.a((c2 ? {8'b0 , bot , 16'b0} : 32'b0)) , .b(S2) , .cin(1'b0) , .S(S3) , .cout());
    wire [15:0] x;
    karatsuba_8 w(.a(top) , .b(bot) , .S(x));
    rca_Nbit #(32) eee(.a({8'b0 , x , 8'b0}) , .b(S3) , .cin(1'b0) , .S(S4) , .cout());
    rca_Nbit #(32) ee(.a({7'b0 , c3 , 24'b0}) , .b(S4) , .cin(1'b0) , .S(S5) , .cout());
    Nbit_subtractor #(32) ff(.a(S5) , .b({8'b0 , S1[31:16] , 8'b0}) , .D(S6) , .bout());
    Nbit_subtractor #(32) gg(.a(S6) , .b({8'b0 , S1[15:0] , 8'b0}) , .D(S) , .bout());
endmodule
</file>
<file path="flow/run.sh">
#!/bin/bash
# OpenROAD 26Q1-2900-gdf79404cd8, Yosys 0.63+post, stock flow scripts
make -C /OpenROAD-flow-scripts/flow DESIGN_CONFIG=/design/flow/config.mk WORK_HOME=/design/flow/orfs finish
</file>
<file path="flow/config.mk">
export PLATFORM = sky130hd
export DESIGN_NAME = karatsuba_16
export DESIGN_NICKNAME = karatsuba_16
export VERILOG_FILES = /design/flow/design.v
export SDC_FILE = /design/flow/constraint.sdc
export NUM_CORES = 4
export LEC_CHECK = 1
export CORE_UTILIZATION = 50
</file>
<file path="flow/constraint.sdc">
current_design karatsuba_16

set clk_period 42.6
set clk_io_pct 0.2

create_clock -name clk0 -period $clk_period

set non_clock_inputs [all_inputs -no_clocks]
set_input_delay [expr $clk_period * $clk_io_pct] -clock clk0 $non_clock_inputs
set_output_delay [expr $clk_period * $clk_io_pct] -clock clk0 [all_outputs]
</file>
==> out/metrics.json <==
{
  "die": {
    "fp.coreArea_mm2": 0.0261,
    "io_pins": 64,
    "fp.dieArea_mm2": 0.0273,
    "rows": 59,
    "fp_util_pct": 51.1,
    "die.size.x_um": 165,
    "die_height_um": 165
  },
  "critical_path": {
    "critPathArrivalTime_ps": 25070,
    "critical-path-max-stage-delay_ps": 610,
    "critPathCaptureType": "primary output",
    "setup.worst_path.start": "a[0]",
    "path_max_fanout": 5,
    "crit_buf_inv": 12,
    "crit_required_ps": 34080,
    "cp-start-kind": "primary input",
    "crit_path_top_delay_cell": "sky130_fd_sc_hd__clkdlybuf4s50_1",
    "timing.critical_path.max_delay_family": "adder cells",
    "setup.worst_path.class": "in -> out",
    "cpMostUsedCell": "sky130_fd_sc_hd__fa_1"
  },
  "final_timing": {
    "post-route-period-util_pct": 78.9,
    "max-slew-margin-rel_pct": 67.6,
    "timing.final.hold_violations": 0,
    "tightest_slew_ps": 483,
    "rsz_0062_raised_after_global_routing": "no",
    "fin_setup_tns_ps": 0,
    "fmax_mhz": 29.8,
    "number_of_max_slew_violations_in_the_final_report": 0,
    "final_setup_viols": 0,
    "finalCriticalPeriod_ps": 33590
  },
  "hold_path": {
    "hold_class": "in -> out",
    "hold_path.startpoint": "b[0]",
    "hold_end": "S[0]",
    "worst_hold_path.num_cells": 3
  },
  "flow_run": {
    "cap_violations": 0,
    "log.warning_count": 34
  },
  "logic_synthesis": {
    "yosysUniqueCellTypes": 22,
    "top_area_share_pct": 43.4,
    "cell_type_with_the_largest_total_area_after_synthesis": "sky130_fd_sc_hd__fa_1",
    "synthesis.area_per_instance_um2": 9.46,
    "synth_cells": 1408,
    "yosysCellCount": 1408,
    "synth.cell_area_mm2": 0.0133,
    "synth.yosys.warnings": 0,
    "netlist_top_cells_area": "sky130_fd_sc_hd__fa_1, sky130_fd_sc_hd__ha_1, sky130_fd_sc_hd__inv_1, sky130_fd_sc_hd__xnor2_1, sky130_fd_sc_hd__and2_1",
    "synth_sequential_area_ratio_pct": 0,
    "synth_chip_area_mm2": 0.0133
  },
  "cells_and_area": {
    "layout.clock_buffers": 0,
    "final_util_pct": 54.2,
    "layout.cell_area.non_filler_mm2": 0.0141,
    "final-comb-area_mm2": 0.0113,
    "instances_no_fill": 1772,
    "ff_count": 0,
    "filler_cell_count": 2339,
    "fraction_of_layout_cells_with_a_size_suffix_above_1_pct": 1.46,
    "p_r_area_growth_vs_syn_pct": 6.07,
    "ff_latch_area_um2": 0
  },
  "detailed_routing": {
    "drt_drc_violations_left": 0,
    "final_antenna_net_count": 0,
    "totalWireLength_um": 24700,
    "antenna-diode-count": 0,
    "dr.first_iter.drc_count": 191,
    "wl_per_cell_um": 13.9,
    "detail_route.vias_per_cell": 4.62,
    "first_pass_iters": 4,
    "num_vias": 8186
  },
  "global_routing": {
    "grt_start_max_net_pins": 10,
    "number_of_antenna_violations_at_the_first_check_in_global_routing": 0,
    "grt_pass1_wl_um": 42000,
    "grt.overflow.total": 0,
    "grt_util_all_layers_pct": 21.5,
    "first_global_vias": 8522
  },
  "place": {
    "numPortBuffers": 64,
    "dpl.cell_count": 1772,
    "post_dp_cell_area_mm2": 0.0141,
    "detailedPlacementHpwl_um": 24100,
    "gpl.final_weighted_congestion": 0.922
  },
  "clock_tree": {
    "cts_post_setup_buffers_inserted": 0,
    "post_cts.resized_instances": 0,
    "cts_hold_repair.buffers": 0
  },
  "run_status": {
    "outcome": "finished clean"
  }
}
worst max-delay path by stage:
stage | end | slack (ps) | cells past startpoint
after CTS | S[31] | 8850 | 60
after global routing | S[31] | 8130 | 59
final | S[31] | 9010 | 56
metal layers:
layer | vias to the layer above | wire length [um] | global-route usage, %
met5 | - | 0 | 0
met4 | 0 | 13 | 0.125
met3 | 2 | 1580 | 5.35
met2 | 138 | 12000 | 34.4
met1 | 3968 | 11100 | 33.4
li1 | 4078 | - | -
cell usage in the layout (no fill, tap or decap), drive strengths merged:
| master | Yosys | layout |
|---|---|---|
| a21oi | 1 | 1 |
| a32oi | 1 | 1 |
| and2 | 73 | 73 |
| and3 | 4 | 4 |
| and4 | 1 | 1 |
| clkdlybuf4s50 | 0 | 64 |
| fa | 289 | 289 |
| ha | 262 | 262 |
| inv | 470 | 470 |
| nand2 | 33 | 33 |
| nand2b | 9 | 9 |
| nand3 | 15 | 15 |
| nor2 | 59 | 59 |
| nor2b | 21 | 21 |
| nor3b | 1 | 1 |
| o21ai | 2 | 2 |
| o22ai | 1 | 1 |
| or2 | 20 | 20 |
| xnor2 | 80 | 80 |
| xor2 | 31 | 31 |
logic make-up after synthesis:
| logic type | Yosys count | share of synthesized area (%) |
|---|---|---|
| AND/OR/NAND/NOR | 236 | 9.28 |
| XOR/XNOR | 111 | 7.30 |
| buffers and inverters | 505 | 15.1 |
| AND-OR/OR-AND | 5 | 0.225 |
| adder cells (fa/ha/maj) | 551 | 68.1 |
per-stage QoR:
| step | hold WS [ps] | setup WS (ps) |
|---|---|---|
| after detailed placement | 18260 | 8890 |
| after global placement | 18240 | 9010 |
| after floorplan | 17310 | 10530 |
| final | 18260 | 9010 |
| after global routing | 18290 | 8130 |
| after CTS | 18260 | 8850 |
cell type report:
type / count / area share (%)
Multi-Input combinational cell: 903 / 80.0
Inverter: 470 / 12.5
Timing Repair Buffer: 64 / 4.53
Tap cell: 335 / 2.97
cell usage after synthesis (all sizes together):
master,number
buf,32
o22ai,1
and4,1
and2,73
xor2,31
nor2,59
nand3,15
o21ai,2
and3,4
nor2b,21
nor3b,1
ha,262
inv,470
nand2,33
nand2b,9
fa,289
a32oi,1
or2,20
xnor2,80
a21oi,1
clkbuf,3
